### design.v
module ysyx_24090012_arbiter(
    input wire clk,
    input wire rst,
    input  wire        lsu_awvalid,
    output wire        lsu_awready,
    input  wire [31:0] lsu_awaddr,
    input  wire [3:0]  lsu_awid,
    input  wire [7:0]  lsu_awlen,
    input  wire [2:0]  lsu_awsize,
    input  wire [1:0]  lsu_awburst,
    input  wire        lsu_wvalid,
    output wire        lsu_wready,
    input  wire [31:0] lsu_wdata,
    input  wire [3:0]  lsu_wstrb,
    input  wire        lsu_wlast,
    input  wire        lsu_bready,
    output wire        lsu_bvalid,
    output wire [1:0]  lsu_bresp,
    output wire [3:0]  lsu_bid,
    input  wire        lsu_arvalid,
    output wire        lsu_arready,
    input  wire [31:0] lsu_araddr,
    input  wire [3:0]  lsu_arid,
    input  wire [7:0]  lsu_arlen,
    input  wire [2:0]  lsu_arsize,
    input  wire [1:0]  lsu_arburst,
    input  wire        lsu_rready,
    output wire        lsu_rvalid,
    output wire [1:0]  lsu_rresp,
    output wire [31:0] lsu_rdata,
    output wire        lsu_rlast,
    output wire [3:0]  lsu_rid,
    input  wire        ifu_arvalid,
    output wire        ifu_arready,
    input  wire [31:0] ifu_araddr,
    input  wire [3:0]  ifu_arid,
    input  wire [7:0]  ifu_arlen,
    input  wire [2:0]  ifu_arsize,
    input  wire [1:0]  ifu_arburst,
    input  wire        ifu_rready,
    output wire        ifu_rvalid,
    output wire [1:0]  ifu_rresp,
    output wire [31:0] ifu_rdata,
    output wire        ifu_rlast,
    output wire [3:0]  ifu_rid,
    output wire        io_master_awvalid,
    input  wire        io_master_awready,
    output wire [31:0] io_master_awaddr,
    output wire [3:0]  io_master_awid,
    output wire [7:0]  io_master_awlen,
    output wire [2:0]  io_master_awsize,
    output wire [1:0]  io_master_awburst,
    output wire        io_master_wvalid,
    input  wire        io_master_wready,
    output wire [31:0] io_master_wdata,
    output wire [3:0]  io_master_wstrb,
    output wire        io_master_wlast,
    output wire        io_master_bready,
    input  wire        io_master_bvalid,
    input  wire [1:0]  io_master_bresp,
    input  wire [3:0]  io_master_bid,
    output wire        io_master_arvalid,
    input  wire        io_master_arready,
    output wire [31:0] io_master_araddr,
    output wire [3:0]  io_master_arid,
    output wire [7:0]  io_master_arlen,
    output wire [2:0]  io_master_arsize,
    output wire [1:0]  io_master_arburst,
    output wire        io_master_rready,
    input  wire        io_master_rvalid,
    input  wire [1:0]  io_master_rresp,
    input  wire [31:0] io_master_rdata,
    input  wire        io_master_rlast,
    input  wire [3:0]  io_master_rid
);
    localparam IDLE      = 2'b00;
    localparam LSU_READ  = 2'b01;
    localparam IFU_READ  = 2'b10;
    localparam LSU_WRITE  = 2'b11;
    reg [1:0] current_state;
    reg [1:0] next_state;
    always @(posedge clk or posedge rst) begin
        if (rst) begin
            current_state <= IDLE;
        end else begin
            current_state <= next_state;
        end
    end
    always @(*) begin
        case (current_state)
            IDLE: begin
                if (lsu_awvalid)           
                next_state = LSU_WRITE;
            else if (lsu_arvalid)      
                next_state = LSU_READ;
            else if (ifu_arvalid)      
                next_state = IFU_READ;
            else
                next_state = IDLE;
            end
            LSU_WRITE: begin
                if (io_master_bvalid && lsu_bready)
                    next_state = IDLE;
                else
                    next_state = LSU_WRITE;
            end
            LSU_READ: begin
                if (io_master_rvalid && io_master_rlast && lsu_rready)
                    next_state = IDLE;
                else
                    next_state = LSU_READ;
            end
            IFU_READ: begin
                if (io_master_rvalid && io_master_rlast && ifu_rready)
                    next_state = IDLE;
                else
                    next_state = IFU_READ;
            end
            default: next_state = IDLE;
        endcase
    end
    wire is_lsu_read  = (current_state == LSU_READ);
    wire is_lsu_write = (current_state == LSU_WRITE);
    wire is_ifu_read  = (current_state == IFU_READ);
    assign io_master_awvalid = lsu_awvalid && is_lsu_write;
    assign io_master_awaddr  = lsu_awaddr;
    assign io_master_awid    = lsu_awid;
    assign io_master_awlen   = lsu_awlen;
    assign io_master_awsize  = lsu_awsize;
    assign io_master_awburst = lsu_awburst;
    assign lsu_awready      = io_master_awready && is_lsu_write;
    assign io_master_wvalid  = lsu_wvalid && is_lsu_write;
    assign io_master_wdata   = lsu_wdata;
    assign io_master_wstrb   = lsu_wstrb;
    assign io_master_wlast   = lsu_wlast;
    assign lsu_wready       = io_master_wready && is_lsu_write;
    assign io_master_bready  = lsu_bready && is_lsu_write;
    assign lsu_bvalid       = io_master_bvalid && is_lsu_write;
    assign lsu_bresp        = io_master_bresp;
    assign lsu_bid          = io_master_bid;
assign io_master_arvalid = (lsu_arvalid && is_lsu_read) || 
                          (ifu_arvalid && is_ifu_read);
assign io_master_araddr  = is_lsu_read ? lsu_araddr : ifu_araddr;
assign io_master_arid    = is_lsu_read ? lsu_arid : ifu_arid;
assign io_master_arlen   = is_lsu_read ? lsu_arlen : ifu_arlen;
assign io_master_arsize  = is_lsu_read ? lsu_arsize : ifu_arsize;
assign io_master_arburst = is_lsu_read ? lsu_arburst : ifu_arburst;
 assign lsu_arready      = io_master_arready && is_lsu_read;
 assign ifu_arready      = io_master_arready && is_ifu_read;
    assign io_master_rready  = (lsu_rready && is_lsu_read) || (ifu_rready && is_ifu_read);
    assign lsu_rvalid = io_master_rvalid && is_lsu_read;
    assign lsu_rresp  = io_master_rresp;
    assign lsu_rdata  = io_master_rdata;
    assign lsu_rlast  = io_master_rlast;
    assign lsu_rid    = io_master_rid;
    assign ifu_rvalid = io_master_rvalid && is_ifu_read;
    assign ifu_rresp  = io_master_rresp;
    assign ifu_rdata  = io_master_rdata;
    assign ifu_rlast  = io_master_rlast;
    assign ifu_rid    = io_master_rid;
endmodule
### run.sh
#!/bin/bash
# OpenROAD 26Q1-2900-gdf79404cd8, Yosys 0.63+post, stock flow scripts
make -C /OpenROAD-flow-scripts/flow DESIGN_CONFIG=/design/flow/config.mk WORK_HOME=/design/flow/orfs finish
### config.mk
export PLATFORM = sky130hd
export DESIGN_NAME = ysyx_24090012_arbiter
export DESIGN_NICKNAME = ysyx_24090012_arbiter
export VERILOG_FILES = /design/flow/design.v
export SDC_FILE = /design/flow/constraint.sdc
export NUM_CORES = 4
export LEC_CHECK = 1
export CORE_AREA = 10 10 188 188
export DIE_AREA = 0 0 198 198
### constraint.sdc
current_design ysyx_24090012_arbiter

set clk_period 2.7
set clk_io_pct 0.2

create_clock -name clk0 -period $clk_period [get_ports {clk}]

set non_clock_inputs [all_inputs -no_clocks]
set_input_delay [expr $clk_period * $clk_io_pct] -clock clk0 $non_clock_inputs
set_output_delay [expr $clk_period * $clk_io_pct] -clock clk0 [all_outputs]
==> impl_metrics.sql <==
-- generated from flow reports
INSERT INTO impl_metrics (metric_group, metric, value, unit) VALUES
('yosys', 'synthCells', '255', ''),
('yosys', 'avgSynthCellArea', '9.342', 'sq um'),
('clock_tree', 'cts_htree_levels', '1', ''),
('timing', 'achievable-frequency', '415.3', 'MHz'),
('final_layout', 'fillers', '3580', ''),
('clock_tree', 'clk_pin_slew', '0.03', 'ns'),
('global_routing', 'overall_track_demand_over_capacity_in_global_routing', '4.701', '%'),
('final_layout', 'post-route-cell-area', '3386', 'sq um'),
('yosys', 'netlist_area', '2382', 'sq um'),
('final_layout', 'largest_register_ffs', '4', ''),
('timing', 'report.final.setup_viol', '0', ''),
('clock_tree', 'ctsLongestPathBuffers', '2', ''),
('pwr', 'pint', '0.5062', 'mW'),
('timing', 'tightestPinTransition', '0.3416', 'ns'),
('yosys', 'ys_cells', '255', ''),
('job', 'max-cap-violations', '0', ''),
('yosys', 'synth_xor_xnor_area_share', '0', '%'),
('timing', 'setup_tns', '0', 'ns'),
('clock_tree', 'cts_post_setup_buffers_inserted', '0', ''),
('final_layout', 'share_of_cells_above_drive_strength_1', '23.48', '%'),
('critical_path', 'arrival', '1.87', 'ns'),
('detailed_routing', 'wl_per_instance', '15.54', 'microns'),
('final_layout', 'top_reg_by_flops', 'current_state', ''),
('timing', 'final.min_clock_period', '2.408', 'ns'),
('critical_path', 'slowest_stage', 'dfrtp_4', ''),
('place', 'place.port_buffers', '175', ''),
('yosys', 'simple_gate_share', '3.939', '%'),
('pwr', 'p_sw', '0.09537', 'mW'),
('yosys', 'ys_flops', '4', ''),
('critical_path', 'critical_path_class', 'register to output pin', ''),
('clock_tree', 'clk-insertion-delay-late', '0.22', 'ns'),
('critical_path', 'timing.critical_path.slowest_cell_delay', '0.60', 'ns'),
('detailed_routing', 'route.detailed.vias_per_inst', '2.511', ''),
('pwr', 'share_comb_of_total_power', '50.7', '%'),
('pwr', 'netSwitchingFraction', '15.85', '%'),
('clock_tree', 'cts.sinks', '4', ''),
('outcome', 'outcome', 'finished, final reports clean', ''),
('detailed_routing', 'route.vias.total', '1672', ''),
('critical_path', 'cp_max_fo', '18', ''),
('global_routing', 'first_pass_grt_wire_length', '13.36', 'mm'),
('yosys', 'ys_types', '17', ''),
('detailed_routing', 'ant_nets', '0', ''),
('yosys', 'ys_warn_count', '1', ''),
('yosys', 'yosys.stat.chipArea', '2382', 'sq um'),
('timing', 'finalClockSkew', '0.004019', 'ns'),
('timing', 'slew_headroom', '77.23', '%'),
('pwr', 'static-leakage-power', '1.216', 'nW'),
('yosys', 'yosys.area_share.adder', '0', '%'),
('yosys', 'yosys-top-cells-area', 'buf_4 (54%), mux2_4 (28%), buf_12 (3.4%)', ''),
('timing', 'hold_viol', '0', ''),
('critical_path', 'timing.critical_path.from_type', 'register', ''),
('floorplanning', 'core_region_area', '31390', 'sq um'),
('yosys', 'synth_top_cell_by_area', 'buf_4', ''),
('detailed_routing', 'detailedRoute.firstPassIterationCount', '3', ''),
('clock_tree', 'tritoncts.num_buffers', '3', ''),
('pwr', 'power_frac_seq', '10.0', '%'),
('detailed_routing', 'antenna_cells_inserted', '0', ''),
('floorplanning', 'row_count', '65', ''),
('timing', 'rsz0062_at_grt', 'no', ''),
('yosys', 'netlist_logic_family_top', 'buffers and inverters', ''),
('floorplanning', 'die_width', '198', 'microns'),
('clock_tree', 'cts_resized', '0', ''),
('global_routing', 'number_of_global_route_vias_before_repair', '1800', ''),
('clock_tree', 'number_of_hold_buffers_added_after_cts', '0', ''),
('critical_path', 'critPathCaptureType', 'output pin', ''),
('critical_path', 'crit_path_cell_trace', 'buf_4, mux2_4, clkdlybuf4s50_1', ''),
('floorplanning', 'design.portCount', '474', ''),
('floorplanning', 'fp.dieArea', '39200', 'sq um'),
('timing', 'final.period_utilization', '89.19', '%'),
('pwr', 'fin_total_pwr', '0.6016', 'mW'),
('pwr', 'powerDensity', '177.7', 'nW/um^2');
[metal layers]
layer / up-vias / track usage (%) / part of all wire (%)
met3: 45 / 5.254 / 25
met4: 0 / 1.224 / 2.4
li1: 675 / - / -
met1: 658 / 4.546 / 32
met5: - / 0 / 0
met2: 294 / 6.481 / 40
[logic make-up after synthesis]
| kind of cell | count (synthesis) |
|---|---|
| compound gates | 6 |
| buf+inv | 180 |
| flops | 4 |
| mux | 49 |
| simple gates | 16 |
[final timing paths]
path | depth (start not counted) | slack, ns | startpoint | endpoint
max in group asynchronous | 2 | 1.89 | rst | current_state[0]
min in group clk0 | 1 | 0.63 | current_state[0] | current_state[3]
max reg2reg | 3 | 1.48 | current_state[2] | current_state[0]
min | 2 | 0.58 | rst | current_state[2]
max | 3 | 0.29 | current_state[2] | io_master_arlen[0]
min reg2reg | 1 | 0.63 | current_state[0] | current_state[3]
[metrics by stage]
stage	hold slack (ns)	util (%)	setup slack [ns]
CTS	0.6213	10.79	0.2471
global route	0.6342	10.79	0.2155
floorplan	0.3054	-	1.233
finish	0.5756	10.79	0.2919
detailed placement	0.6207	10.53	0.3986
global placement	0.6214	10.53	0.4143
[cell type report]
type	count	area (sq um)	share of cell area [%]
flip-flops and latches	4	105.1	3.104
multi-input cells	71	887.1	26.20
clock buffers	4	78.83	2.328
repair buffers	181	1797	53.07
inverters	4	15.01	0.4435
well taps	402	503.0	14.86
[cells in the final DEF, fill, tap and decap left out]
cell type        instances
o221ai_2                 1
mux2_2                   4
mux2_4                  45
a22o_1                   2
and2_1                  10
dfstp_2                  1
dfrtp_1                  2
clkdlybuf4s50_1        175
a22oi_4                  1
or3b_1                   1
dfrtp_4                  1
buf_4                    6
nand2_1                  2
a32o_1                   1
clkbuf_1                 1
clkbuf_16                3
nand3_1                  3
o2bb2ai_1                1
inv_1                    4
[Yosys cell counts]
cell and n:
buf_4 170, mux2_4 45, and2_1 10, buf_12 4, inv_1 4, mux2_2 4, dfrtp_1 3, nand3_1 3
a22o_1 2, buf_6 2, nand2_1 2, a22oi_4 1, a32o_1 1, dfstp_2 1, o221ai_2 1, o2bb2ai_1 1
or3b_1 1
[power groups by stage]
stage	logic [mW]	clock network, mW	registers, mW
5_1_grt	0.327	0.246	0.0604
4_1_cts	0.311	0.240	0.0604
6_report	0.305	0.236	0.0604
Power figures rest on the tool's default switching activity, not on a simulated workload.
