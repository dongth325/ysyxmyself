## ./run.sh

```bash
#!/bin/bash
# OpenROAD 26Q1-2900-gdf79404cd8, Yosys 0.63+post, stock flow scripts
make -C /OpenROAD-flow-scripts/flow DESIGN_CONFIG=/design/flow/config.mk WORK_HOME=/design/flow/orfs finish
```

## ./constraint.sdc

```tcl
current_design ysyx_24090012_CLINT

set clk_period 4.0
set clk_io_pct 0.2

create_clock -name clk0 -period $clk_period [get_ports {clk}]

set non_clock_inputs [all_inputs -no_clocks]
set_input_delay [expr $clk_period * $clk_io_pct] -clock clk0 $non_clock_inputs
set_output_delay [expr $clk_period * $clk_io_pct] -clock clk0 [all_outputs]
```

## ./design.v

```verilog
module ysyx_24090012_CLINT (
    input wire         clk,
    input wire         rst,
    input  wire        s_axi_arvalid,
    output reg         s_axi_arready,
    input  wire [31:0] s_axi_araddr,
    output reg         s_axi_rvalid,
    input  wire        s_axi_rready,
    output reg [31:0]  s_axi_rdata,
    output wire [1:0]  s_axi_rresp
);
    localparam CLOCK_DIV_FACTOR = 64;   
    localparam DIV_SHIFT = 6;           
    localparam DIV_COUNTER_WIDTH = 6;   
    localparam IDLE = 1'b0;
    localparam READ = 1'b1;
    reg state;
    reg [63:0] mtime;
    reg [31:0] addr_r;
    reg [DIV_COUNTER_WIDTH-1:0] div_counter;
    wire mtime_inc = (div_counter == 0);
    wire [63:0] divided_time = mtime >> DIV_SHIFT;
    wire sel_high_word = (addr_r[3:0] == 4'hC);
    always @(posedge clk or posedge rst) begin
        if (rst) begin
            div_counter <= 0;
        end else begin
            div_counter <= div_counter + 1;
        end
    end
    always @(posedge clk or posedge rst) begin
        if (rst) begin
            mtime <= 64'h0;
            state <= IDLE;
            addr_r <= 32'h0;
        end else begin
            if (mtime_inc) mtime <= mtime + 64'h1;
            case (state)
                IDLE: if (s_axi_arvalid) state <= READ;
                READ: if (s_axi_rready) state <= IDLE;
            endcase
            if (state == IDLE && s_axi_arvalid)
                addr_r <= s_axi_araddr;
        end
    end
    always @(posedge clk or posedge rst) begin
        if (rst) begin
            s_axi_arready <= 1'b0;
            s_axi_rvalid <= 1'b0;
            s_axi_rdata <= 32'h0;
        end else begin
            s_axi_arready <= (state == IDLE);
            s_axi_rvalid <= (state == READ);
            if (state == READ) begin
                s_axi_rdata <= sel_high_word ? divided_time[63:32] : 
                                              divided_time[31:0];
            end
        end
    end
    assign s_axi_rresp = 2'b00;
endmodule
```

## ./config.mk

```make
export PLATFORM = sky130hd
export DESIGN_NAME = ysyx_24090012_CLINT
export DESIGN_NICKNAME = ysyx_24090012_CLINT
export VERILOG_FILES = /design/flow/design.v
export SDC_FILE = /design/flow/constraint.sdc
export NUM_CORES = 4
export LEC_CHECK = 1
export CORE_UTILIZATION = 40
```

==> results.py <==
# Auto-generated metrics
metrics = {
    "run_status": {
        "status": "complete, no violations",
    },
    "global_route": {
        "grt_util_met3": 0.03560,
        "grt_overflow": 0,
        "grt_pass1_wl_mm": 17.36,
        "grt_max_degree": 59,
        "track_usage": 0.1738,
        "use_met1": 0.2726,
        "grt_antenna_before_repair": 0,
        "grt.busiest_layer": "met1",
        "grt_pass1_vias": 3452,
        "grtUsageMet2": 0.2703,
    },
    "clock_network": {
        "htreeDepth": 3,
        "ctsResizeCount": 0,
        "cts_buffer_depth": 2,
        "path_clk_slew_ps": 70,
        "cts_num_sinks": 109,
        "ctsHoldBuffers": 0,
        "cts_tree": "built",
        "worstSkewPairLatency_ps": 350,
        "post_cts_buffers": 0,
        "root_buffer": "clkbuf_16",
        "numCtsBuffers": 9,
    },
    "yosys": {
        "largest_area_cell": "dfrtp_1",
        "ys_area_um2": 5035,
        "ys_ff": 109,
        "common_cells": "dfrtp_1, nor2_1, xor2_1",
        "top_cell": "dfrtp_1",
        "ys_warn_count": 1,
        "synth_area_um2": 5035,
        "ys_seq_share": 0.5417,
        "synth_cell_type_count": 39,
        "avgSynthCellArea_um2": 10.80,
        "ff_type": "dfrtp_1",
        "ys_cells": 466,
        "synth-async-reset-ratio": 1.000,
        "edf_count": 0,
        "yosys.area.top_type_share": 0.5417,
        "topCellsByArea": "dfrtp_1, xor2_1, mux2i_1",
        "synth_cells": 466,
    },
    "setup_path": {
        "startpoint": "div_counter[0]",
        "cp.depth": 7,
        "crit_family": "simple AND/OR/NAND/NOR gates",
        "cp-end-kind": "flop",
        "crit_path_max_incr_delay_ps": 450,
        "cp.arrival_ps": 2650,
        "crit_type": "flop to flop",
        "worst_path_max_delay_cell": "nor2_1",
        "reg2reg_depth": 7,
        "start_kind": "flop",
        "required_ps": 4270,
        "critical_path_buf_inv_count": 1,
        "worstReg2RegStart": "div_counter[0]",
        "cp_max_fo": 7,
        "cp_cell_sequence": "inv_1, ha_1, nand4bb_1, nor2_1, nand4_1, nor4_2, xor2_1",
    },
    "drt": {
        "ant_nets": 0,
        "drtPass1Iterations": 4,
        "antennaDiodeCount": 0,
        "wl_per_cell_um": 14.85,
        "routed_wl_mm": 10.10,
        "viasPerCell": 5.182,
        "vias": 3524,
        "drtIter0Drc": 205,
        "drc": 0,
    },
    "power": {
        "p_int_uw": 1844,
        "power_uw": 2363,
        "ir_drop_v": 0.0002674,
        "power_frac_clock": 0.382,
        "switching_share": 0.2195,
        "powerDensity_nw_per_um2": 397.8,
        "p_leak_uw": 0.002615,
        "p_switching_uw": 518.6,
        "p_seq_frac": 0.514,
        "power_frac_comb": 0.104,
    },
    "min_path": {
        "hold_start": "mtime[63]",
        "hold_depth": 1,
        "min_path_type": "flop to flop",
    },
    "die": {
        "dieArea_um2": 13040,
        "rows": 40,
        "io_pins": 72,
        "core_um2": 12160,
        "fp.dieW_um": 114.2,
        "die_h_um": 114.2,
        "fp_util": 0.4140,
    },
    "finish": {
        "fillers": 1111,
        "area_growth_pct": 17.99,
        "drive_above_1_share": 0.07031,
    },
    "final_timing": {
        "period_minus_slack_ps": 2383,
        "hold_viol_final": 0,
        "fin_tns_setup_ps": 0,
        "slew_headroom": 0.5013,
        "fmax_mhz": 419.6,
        "finalSetupViolations": 0,
        "finClkSkew_ps": 7.056,
        "rsz0062_at_grt": "no",
        "maxSlewViolCount": 0,
        "final.period_utilization": 0.5958,
        "worst_pin_slew_ps": 741.2,
    },
    "placed_design": {
        "place_congestion": 0.8728,
        "numPortBuffers": 41,
        "hpwl_mm": 7.022,
    },
    "job": {
        "warnings": 54,
        "cap_viol_max_count": 0,
    },
}
==> power by group through the flow <==
stage                 combinational [uW]  sequential, uW  clock, uW
after CTS                            251            1220        929
after global routing                 276            1230        968
final                                245            1220        903
==> flip-flops by register name, indices dropped and copies added, names as in the netlist <==
| register | flops |
|---|---|
| addr_r | 4 |
| div_counter | 6 |
| mtime | 64 |
| s_axi_arready | 1 |
| s_axi_rdata | 32 |
| s_axi_rvalid | 1 |
| state | 1 |
==> kinds of logic (layout without fill, tap and decap cells) <==
logic type / count (synthesis) / count (layout) / synth area share
fa+ha+maj: 3 / 3 / 0.007456
mux: 31 / 31 / 0.06287
compound gates: 33 / 33 / 0.03777
other cells: 1 / 2 / 0.0007448
simple gates: 193 / 193 / 0.2078
xor+xnor: 67 / 67 / 0.1166
flops: 109 / 109 / 0.5418
buf+inv: 29 / 74 / 0.02510
==> final cells by class <==
| type | count | area [um^2] | area share |
|---|---|---|---|
| sequential | 109 | 2729 | 0.4594 |
| tap | 168 | 210.2 | 0.03538 |
| timing repair buffer | 46 | 460.4 | 0.07751 |
| multi-input combinational | 329 | 2190 | 0.3686 |
| inverter | 12 | 47.55 | 0.008003 |
| clock buffer | 13 | 260.3 | 0.04381 |
| clock inverter | 3 | 43.79 | 0.007372 |
==> metal layers <==
layer	up-vias	share of wire
met4	0	0.014
met5	-	0
li1	1708	-
met2	66	0.47
met1	1736	0.47
met3	14	0.044
==> cells in the final DEF (no fill, tap or decap), types with 3 or more instances in the layout <==
master,n
nor4_1,10
ha_1,3
xnor2_1,25
dfrtp_1,108
and3_1,7
mux2_2,5
a21oi_1,26
xor2_1,42
nor2_1,50
inv_1,10
clkbuf_16,9
mux2i_1,26
o2bb2ai_1,6
nand3_1,26
nand4_1,19
clkdlybuf4s50_1,41
and4_1,4
nor3_1,19
buf_4,4
nand2_1,38
nor4_2,4
==> through the flow <==
step,setup WS [ps],instance area [um^2],util,hold WS [ps],cells
3_5_place_dp,1612,5637,0.4635,462.0,664
5_1_grt,1443,5941,0.4885,493.5,680
6_report,1617,5941,0.4885,475.6,680
2_1_floorplan,326.1,5039,-,351.9,467
3_3_place_gp,1649,5637,0.4635,459.0,664
4_1_cts,1579,5941,0.4885,474.8,680
==> path summary, 6_finish.rpt <==
kind	endpoint	slack [ps]
setup / recovery	mtime[46]	1620
min in group asynchronous	s_axi_rdata[0]	930
hold reg to reg	mtime[63]	480
max in group asynchronous	mtime[16]	2340
setup reg to reg	mtime[46]	1620
hold / removal	mtime[63]	480
Power figures rest on the tool's default switching activity, not on a simulated workload.
